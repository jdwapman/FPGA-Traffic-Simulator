### /design/flow/config.mk
export PLATFORM = sky130hd
export DESIGN_NAME = state_machine
export DESIGN_NICKNAME = state_machine
export VERILOG_FILES = /design/flow/design.v
export SDC_FILE = /design/flow/constraint.sdc
export NUM_CORES = 4
export LEC_CHECK = 1
export CORE_UTILIZATION = 50
### /design/flow/constraint.sdc
current_design state_machine

set clk_period 7.2
set clk_io_pct 0.2

create_clock -name clk0 -period $clk_period [get_ports {clk}]

set non_clock_inputs [all_inputs -no_clocks]
set_input_delay [expr $clk_period * $clk_io_pct] -clock clk0 $non_clock_inputs
set_output_delay [expr $clk_period * $clk_io_pct] -clock clk0 [all_outputs]
### /design/flow/design.v
module state_machine(
	clk, reset_n, la_rue_sensor, orchard_sensor, pedestrian_sensor, 
	la_rue_green, la_rue_yellow, la_rue_red, 
	orchard_green, orchard_yellow, orchard_red,
	pedestrian_walk, pedestrian_stop, count, count_c, state, state_c, x, x_c
);
	input reset_n;
	input clk;
	input la_rue_sensor, orchard_sensor, pedestrian_sensor;
	output reg la_rue_green, la_rue_yellow, la_rue_red;
	output reg orchard_green, orchard_yellow, orchard_red;
	output reg pedestrian_walk, pedestrian_stop;
	reg [2:0] flash_count, flash_count_c;  
	reg pedestrian_queue, pedestrian_queue_c;  
	reg la_rue_sensor_ff, orchard_sensor_ff, pedestrian_sensor_ff;
	reg la_rue_sensor_ff_c, orchard_sensor_ff_c, pedestrian_sensor_ff_c;
	output reg [2:0] state;
	output reg [2:0] state_c;
	output reg [27:0] count;
	output reg [27:0] count_c;
	output reg [27:0] x;  
	output reg [27:0] x_c;
	parameter LA_RUE_GREEN_st = 4'b0000;
	parameter LA_RUE_YELLOW_st = 4'b0001;
	parameter PED_WALK_st = 4'b0010;
	parameter PED_DONT_WALK_st = 4'b0011;
	parameter PED_OFF_st = 4'b0100;
	parameter ORCHARD_GREEN_st = 4'b0101;
	parameter ORCHARD_YELLOW_st = 4'b0110;
	always @(*) begin
		state_c = state;
		flash_count_c = flash_count;
		la_rue_sensor_ff_c = la_rue_sensor;  
		orchard_sensor_ff_c = orchard_sensor;
		pedestrian_sensor_ff_c = pedestrian_sensor_ff; 
		x_c = x + 28'b1;  
		if (x == 28'd24999999) begin  
			x_c = 28'd0;
			count_c = count + 28'b1;  
		end
		if (pedestrian_sensor == 0) begin
			pedestrian_sensor_ff_c = 1'b1;  
		end
		case (state) 
			LA_RUE_GREEN_st: begin
				la_rue_green = 1'b1;
				la_rue_yellow = 1'b0;
				la_rue_red = 1'b0;
				orchard_green = 1'b0;
				orchard_yellow = 1'b0;
				orchard_red = 1'b1;
				pedestrian_walk = 1'b0;
				pedestrian_stop = 1'b1;
				if (orchard_sensor_ff == 1'b1 | pedestrian_sensor_ff == 1'b1) begin
					if ((count >= 4'b0011) & (count <= 4'b0110) & la_rue_sensor_ff == 1'b0) begin
						state_c = LA_RUE_YELLOW_st;
						count_c = 28'b0;
						x_c = 28'b0;
					end
					else if (count > 4'b0110) begin
						state_c = LA_RUE_YELLOW_st;
						count_c = 28'b0;
						x_c = 28'b0;
					end
				end
			end
			LA_RUE_YELLOW_st: begin
				la_rue_green = 1'b0;
				la_rue_yellow = 1'b1;
				la_rue_red = 1'b0;
				orchard_green = 1'b0;
				orchard_yellow = 1'b0;
				orchard_red = 1'b1;
				pedestrian_walk = 1'b0;
				pedestrian_stop = 1'b1;
				if (count > 4'b0011) begin
					if (pedestrian_sensor_ff == 1'b1) begin  
						state_c = PED_WALK_st;
						count_c = 28'b0;
						x_c = 28'b0;
					end
					else if (pedestrian_sensor_ff == 1'b0 & orchard_sensor_ff == 1'b1) begin
						state_c = ORCHARD_GREEN_st;
						count_c = 28'b0;
						x_c = 28'b0;
					end
					else begin  
						state_c = LA_RUE_GREEN_st;
						count_c = 28'b0;
						x_c = 28'b0;
					end
				end
			end
			ORCHARD_GREEN_st: begin
				la_rue_green = 1'b0;
				la_rue_yellow = 1'b0;
				la_rue_red = 1'b1;
				orchard_green = 1'b1;
				orchard_yellow = 1'b0;
				orchard_red = 1'b0;
				pedestrian_walk = 1'b0;
				pedestrian_stop = 1'b1;
				if (la_rue_sensor_ff == 1'b0 & pedestrian_sensor_ff == 1'b0) begin  
					if (count >= 4'b0011 & orchard_sensor_ff == 1'b0) begin
						state_c = ORCHARD_YELLOW_st;
						count_c = 28'b0;
						x_c = 28'b0;
					end
				end
				else if (la_rue_sensor_ff == 1'b1 | pedestrian_sensor_ff == 1'b1) begin
					if (count >= 4'b0001 & count <= 4'b0110 & orchard_sensor_ff == 1'b0) begin  
						state_c = ORCHARD_YELLOW_st;
						count_c = 28'b0;
						x_c = 28'b0;
					end
					else if (count > 4'b0110) begin
						state_c = ORCHARD_YELLOW_st;
						count_c = 28'b0;
						x_c = 28'b0;
					end
				end
			end
			ORCHARD_YELLOW_st: begin
				la_rue_green = 1'b0;
				la_rue_yellow = 1'b0;
				la_rue_red = 1'b1;
				orchard_green = 1'b0;
				orchard_yellow = 1'b1;
				orchard_red = 1'b0;
				pedestrian_walk = 1'b0;
				pedestrian_stop = 1'b1;
				if (count > 4'b0011) begin
					state_c = LA_RUE_GREEN_st;  
					if (la_rue_sensor_ff == 1'b0 & pedestrian_sensor_ff == 1'b1) begin
						state_c = PED_WALK_st;
					end
					else if (orchard_sensor_ff == 1'b1 & pedestrian_sensor_ff == 1'b0 & la_rue_sensor_ff == 1'b0) begin
						state_c = ORCHARD_GREEN_st;
					end
					count_c = 28'b0;
					x_c = 28'b0;
				end
			end
			PED_WALK_st: begin
				la_rue_green = 1'b0;
				la_rue_yellow = 1'b0;
				la_rue_red = 1'b1;
				orchard_green = 1'b0;
				orchard_yellow = 1'b0;
				orchard_red = 1'b1;
				pedestrian_walk = 1'b1;
				pedestrian_stop = 1'b0;
				if (count > 4'b1000) begin  
					state_c = PED_DONT_WALK_st;
					flash_count_c = flash_count + 4'b0001;
					count_c = 28'b0;
					x_c = 28'b0;
				end
			end
			PED_DONT_WALK_st: begin
				la_rue_green = 1'b0;
				la_rue_yellow = 1'b0;
				la_rue_red = 1'b1;
				orchard_green = 1'b0;
				orchard_yellow = 1'b0;
				orchard_red = 1'b1;
				pedestrian_walk = 1'b0;
				pedestrian_stop = 1'b1;
				if (count > 4'b0001) begin
					state_c = PED_OFF_st;
					flash_count_c = flash_count + 4'b0001;
					count_c = 28'b0;
					x_c = 28'b0;
				end
			end
			PED_OFF_st: begin
				la_rue_green = 1'b0;
				la_rue_yellow = 1'b0;
				la_rue_red = 1'b1;
				orchard_green = 1'b0;
				orchard_yellow = 1'b0;
				orchard_red = 1'b1;
				pedestrian_walk = 1'b0;
				pedestrian_stop = 1'b0;
				if (count > 4'b0001 & flash_count < 4'b0101) begin
					flash_count_c = flash_count + 4'b0001;
					state_c = PED_DONT_WALK_st;
					count_c = 28'b0;
					x_c = 28'b0;
				end
				else if (count > 4'b0001 & flash_count >= 4'b0101) begin
					if (orchard_sensor_ff == 1'b0) begin  
						state_c = LA_RUE_GREEN_st;
						count_c = 28'b0;
						x_c = 28'b0;
						flash_count_c = 4'b0000;
						pedestrian_sensor_ff_c = 1'b0;  
					end
					else begin
						state_c = ORCHARD_GREEN_st;
						count_c = 28'b0;
						x_c = 28'b0;
						flash_count_c = 4'b0000;
						pedestrian_sensor_ff_c = 1'b0;  
					end
				end
			end
		endcase
		if (reset_n == 0) begin
			state_c = 4'b0000;
			x_c = 28'd0;
			count_c = 28'd0;
			flash_count_c = 4'b0000;
			orchard_sensor_ff_c = 1'b0;
			la_rue_sensor_ff_c = 1'b0;
			pedestrian_sensor_ff_c = 1'b0;
		end
	end
	always @(posedge clk) begin  
		state <= #1 state_c;
		count <= #1 count_c;
		x <= #1 x_c;
		flash_count <= #1 flash_count_c;
		orchard_sensor_ff <= #1 orchard_sensor_ff_c;
		la_rue_sensor_ff <= #1 la_rue_sensor_ff_c;
		pedestrian_sensor_ff <= #1 pedestrian_sensor_ff_c;
	end
endmodule
### /design/flow/run.sh
#!/bin/bash
# OpenROAD 26Q1-2900-gdf79404cd8, Yosys 0.63+post, stock flow scripts
make -C /OpenROAD-flow-scripts/flow DESIGN_CONFIG=/design/flow/config.mk WORK_HOME=/design/flow/orfs finish
==> results.sh <==
# flow metrics
export IMPL_outcome="finished, final reports clean"
export IMPL_gp_congestion=0.940
export IMPL_hold_viol_final=0
export IMPL_antenna_found_initial=0
export IMPL_synthCells=492
export IMPL_num_rows=33
export IMPL_cts_buffers=9
export IMPL_power_leakage_nw=2.16
export IMPL_detail_route_wl_per_cell_um=15.6
export IMPL_cp_data_required_time_ns=5.76
export IMPL_drc=0
export IMPL_drive_gt1_share_pct=7.44
export IMPL_grt_first_pass_wirelength_um=18100
export IMPL_synthesis_area_sq_um=4380
export IMPL_drv_cap=0
export IMPL_die_w_um=95.6
export IMPL_dieHeight_um=95.6
export IMPL_cts_root_buf="clkbuf_8"
export IMPL_yosys_area_top_type_share_pct=29.7
export IMPL_fin_crit_ns=5.02
export IMPL_port_buffers=130
export IMPL_clk_pin_slew_ns=0.08
export IMPL_grt_ovfl_total=0
export IMPL_critPathLaunchType="flop"
export IMPL_firstDrtPassIters=4
export IMPL_fp_util_pct=52.6
export IMPL_yosysWarnings=29
export IMPL_crit_fanout=57
export IMPL_holdWs_ns=0.562
export IMPL_worstSkewPairLatency_ns=0.34
export IMPL_ant_nets=0
export IMPL_drv_slew=0
export IMPL_unconstrained_endpoints=100
export IMPL_drt_iter0_drc=158
export IMPL_fmax_ghz=0.199
export IMPL_chip_area_sq_um=9150
export IMPL_ir_drop_mv=0.127
export IMPL_vias=4054
export IMPL_worstPathArrival_ns=3.58
export IMPL_totalWireLength_um=11200
export IMPL_grt_max_degree=59
export IMPL_tool_warnings=34
export IMPL_syn_to_final_growth_pct=35.2
export IMPL_skew_ns=0.00850
export IMPL_async_flop_share_pct=0
export IMPL_ys_ff=101
export IMPL_period_used_pct=69.8
export IMPL_io_pins=131
export IMPL_diodes=0
export IMPL_fin_tns_setup_ns=0
export IMPL_cp_end_kind="output pin"
export IMPL_yosys_most_used_dff="dfxtp_1"
export IMPL_rsz0062_at_grt="false"
export IMPL_p_per_area_nw_per_um2=121
export IMPL_setup_viol_count_final=0
export IMPL_htree_levels=3
export IMPL_area_leaders="dfxtp_1, dlxtn_1, xor2_1"
export IMPL_ys_cells=492
export IMPL_hold_class="reg -> reg"
export IMPL_worst_setup_path_type="reg -> out"
export IMPL_max_stage_delay_ns=0.51
export IMPL_cts_buffer_depth=2
export IMPL_worstPathCellList="inv_1 > ha_1 > or4b_1 > a211oi_1 > o211ai_1 > a21oi_2 > o31ai_4 > buf_4 > nor3b_1 > clkdlybuf4s50_1"
export IMPL_cts_tree="done"
export IMPL_slew_limit_headroom_pct=50.0
export IMPL_top_area_cell="dfxtp_1"
export IMPL_slowest_stage="clkdlybuf4s50_1"
export IMPL_synth_chip_area_sq_um=4380
export IMPL_yosysUniqueCellTypes=50
export IMPL_edf_count=0
export IMPL_hpwl_um=8110
export IMPL_cts_resized=0
export IMPL_viasPerCell=5.61
export IMPL_grt_pass1_vias=3689
export IMPL_syn_area_per_cell_sq_um=8.91
export IMPL_grtUsageTotal_pct=26.0
export IMPL_core_area_sq_um=8340
export IMPL_unclocked_regs=36
export IMPL_postCtsSetupBuffers=0
export IMPL_holdBufCountCts=0
export IMPL_tightest_slew_ns=0.749
export IMPL_nFillCells=630
==> state kept, by name (all words and copies together) (netlist names) <==
register and cells:
count 28, count_c 28, flash_count 3, la_rue_green 1, la_rue_red 1, la_rue_sensor_ff 1
la_rue_yellow 1, orchard_green 1, orchard_red 1, orchard_sensor_ff 1, orchard_yellow 1, pedestrian_sensor_ff 1
pedestrian_stop 1, pedestrian_walk 1, state 3, x 28
==> final cells by class <==
type                    count  area, sq um  share of cell area, %
clock buffers               9          124                   2.09
inverters                  15         56.3                  0.950
clock inverters             7         78.8                   1.33
well taps                 105          131                   2.22
repair buffers            133         1320                   22.3
multi-input cells         353         2370                   40.0
flip-flops and latches    101         1840                   31.1
==> kinds of logic after synthesis <==
group,after synthesis,share of synthesized area [%]
latches,36,12.3
fa+ha+maj,12,3.42
simple gates,216,27.6
mux,2,0.457
xor+xnor,54,10.8
buf+inv,38,4.22
flops,65,29.7
compound gates,69,11.5
==> power by group <==
| group | leakage (nW) | switching, mW | internal, mW |
|---|---|---|---|
| Sequential | 0.801 | 0.00337 | 0.367 |
| Combinational | 1.26 | 0.0147 | 0.0116 |
| Clock | 0.0977 | 0.159 | 0.163 |
| Total | 2.16 | 0.177 | 0.542 |
==> path summary, 6_finish.rpt <==
| path | to | from | cells after the start | slack (ns) |
|---|---|---|---|---|
| hold / removal | pedestrian_sensor_ff$_SDFF_PN0_ | pedestrian_sensor_ff$_SDFF_PN0_ | 2 | 0.56 |
| setup reg to reg | x[8]$_DFF_P_ | state[0]$_DFF_P_ | 8 | 4.29 |
| setup / recovery | x_c[1] | count[1]$_DFF_P_ | 10 | 2.18 |
| hold reg to reg | pedestrian_sensor_ff$_SDFF_PN0_ | pedestrian_sensor_ff$_SDFF_PN0_ | 2 | 0.56 |
==> per-layer routing <==
metal  vias up  track usage (%)  part of all wire [%]
li1       1997                -                     -
met1      1902             39.5                    48
met2       137             39.9                    44
met3        18             5.60                   6.4
met4         0             3.98                   1.5
met5         -                0                     0
==> through the flow <==
stage / instances / worst slack [ns] / total power [mW] / cell area [sq um] / utilization (%)
detailed placement: 707 / 2.42 / 0.405 / 5730 / 68.6
global route: 723 / 1.95 / 0.746 / 5930 / 71.1
finish: 723 / 2.18 / 0.719 / 5930 / 71.1
global placement: 707 / 2.45 / 0.405 / 5730 / 68.6
floorplan: 492 / 3.64 / 0.394 / 4380 / -
CTS: 723 / 2.16 / 0.732 / 5930 / 71.1
==> synthesized netlist by cell type (3+ instances only) <==
cell,n
inv_1,15
nand3_1,21
a211oi_1,29
nor3_2,21
xnor2_1,23
o32ai_1,3
buf_6,5
nor4b_1,3
nand4_1,15
a21oi_1,8
nor3_1,10
a31oi_1,3
dfxtp_1,65
nor2_1,58
nor4_1,10
ha_1,12
buf_1,3
xor2_1,31
clkbuf_1,11
and3_1,21
o31ai_1,3
dlxtn_1,36
and2_1,7
nand2_1,29
and4_1,8
nand2b_1,4
o21ai_0,7
buf_2,4
==> layout by cell type, fill, tap and decap left out, types with 4 or more instances in the layout <==
cell type / netlist / final
and3_1: 21 / 21
xnor2_1: 23 / 23
nand4_1: 15 / 15
dlxtn_1: 36 / 36
nor2_1: 58 / 58
nand2b_1: 4 / 4
and4_1: 8 / 7
inv_1: 15 / 15
nand3_1: 21 / 21
a21oi_1: 8 / 8
o21ai_0: 7 / 7
nor3_1: 10 / 10
nor3_2: 21 / 21
xor2_1: 31 / 31
nor4_1: 10 / 10
nand2_1: 29 / 29
clkbuf_8: 0 / 9
dfxtp_1: 65 / 65
ha_1: 12 / 12
and2_1: 7 / 7
a211oi_1: 29 / 29
clkdlybuf4s50_1: 0 / 130
==> critical path, delay by kind of cell, from the launching register on <==
kind	cells	cell delay, ns
buffers and inverters	3	0.95
AND-OR/OR-AND	4	0.81
AND/OR/NAND/NOR	2	0.78
flip-flops	1	0.47
adder cells (fa/ha/maj)	1	0.20
Power and IR drop assume default switching activity.
